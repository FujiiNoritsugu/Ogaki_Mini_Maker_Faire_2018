==> flow/design.v <==
module Clock50kHz(
        clockin50mHz,
        clockout
    );
    input clockin50mHz;
    output reg clockout;
    reg [9:0] counter;
     always @(negedge clockin50mHz)
     begin
         if (counter > 120) begin
             counter <= 0;
             clockout <= ~clockout;
             end
         else begin
             counter <= counter + 1;
             end
     end
endmodule
==> flow/run.sh <==
#!/bin/bash
# OpenROAD 26Q1-2900-gdf79404cd8, Yosys 0.63+post, stock flow scripts
make -C /OpenROAD-flow-scripts/flow DESIGN_CONFIG=/design/flow/config.mk WORK_HOME=/design/flow/orfs finish
==> flow/config.mk <==
export PLATFORM = sky130hd
export DESIGN_NAME = Clock50kHz
export DESIGN_NICKNAME = Clock50kHz
export VERILOG_FILES = /design/flow/design.v
export SDC_FILE = /design/flow/constraint.sdc
export NUM_CORES = 4
export LEC_CHECK = 1
export CORE_AREA = 10 10 73 73
export DIE_AREA = 0 0 83 83
==> flow/constraint.sdc <==
current_design Clock50kHz

set clk_period 2.7
set clk_io_pct 0.2

create_clock -name clk0 -period $clk_period [get_ports {clockin50mHz}]

set non_clock_inputs [all_inputs -no_clocks]
set_input_delay [expr $clk_period * $clk_io_pct] -clock clk0 $non_clock_inputs
set_output_delay [expr $clk_period * $clk_io_pct] -clock clk0 [all_outputs]
==> reports/qor.yml <==
regToRegEndpoint: "clockout$_DFFE_NN_"
pin_count: 2
power.density_nw_per_um2: 688.9
syn_area_um2: 431.7
ant_nets: 0
grt_pass1_vias: 352
postSynthCellCount: 42
holdWs_ps: 474.0
reg2regPathDepth: 4
utilization_pct: 15.88
area_growth_pct: 37.68
irDropWorstVdd_mv: 0.3196
crit_path_end_kind: "output pin"
reg2reg_from: "counter[0]$_SDFF_NN0_"
hold_depth: 1
crit_chain: "buf_2"
port_buffers: 1
detail_route.vias_per_cell: 2.917
tool_warnings: 38
synth_area_per_cell_um2: 10.28
final_common_cell: "inv_1"
die_w_um: 83
drt_first_pass_iters: 2
crit_path_max_incr_delay_ps: 360
critPathMaxFanout: 2
clkTransAtPathRegs_ps: 30
grtUsageTotal_pct: 2.240
setup_viol: 0
grt_max_degree: 8
wl_per_cell_um: 6.148
cts_tree: "done"
largest_area_cell: "dfxtp_1"
ys_top_cells_by_area: "dfxtp_1, edfxtp_1, ha_1"
crit_slowest_cell: "edfxtp_1"
row_count: 22
drv_cap: 0
ff2ff_setup_slack_ps: 1230
core_um2: 3744
drive_above_1_share_pct: 15.00
hold_viol: 0
cp-start-kind: "flip-flop"
drcViolationCount: 0
fp_util_pct: 11.53
dpl.hpwl_um: 423.7
cp_data_arrival_time_ps: 2140
vias: 315
fin_tns_setup_ps: 0
cts_buffer_depth: 2
clock_tree.root_cell: "clkbuf_8"
gp_congestion: 0.7219
ys_seq_share_pct: 53.33
antenna_found_initial: 0
num_antenna_cells: 0
ys_ff: 11
power.leakage_nw: 0.2460
grt_pass1_wl_mm: 1.345
overflow: 0
netlist.area_leader.share_pct: 46.38
dp_cells: 93
path_buffers: 1
synth.distinct_cells: 18
ys_warn_count: 1
cp_top_family: "flip-flops"
numCtsBuffers: 3
criticalPathCategory: "reg -> out"
die_y_um: 83
rsz0062_at_grt: "true"
final_cell_mix: "inv_1, dfxtp_1, nor2_1"
cts_max_level: 1
min_to: "counter[0]$_SDFF_NN0_"
instances_no_fill: 108
drtIter0Drc: 9
chipArea_um2: 6889
clk_latency_ps: 310
drv_slew: 0
cts.sinks: 11
finClkSkew_ps: 15.50
status: "finished, final reports clean"
min_path_type: "reg -> reg"
synth-area-yosys_um2: 431.7
routed_wl_um: 664
total_power_w: 0.0004094
hold_start: "counter[0]$_SDFF_NN0_"
synth_stat.cells: 42
required_ps: 2160
-- cells in the mapped netlist --
cell type,number
nand3_1,1
or3_1,2
xor2_1,2
nor2b_1,1
nor2_1,5
o31ai_4,1
a21boi_1,1
nor3_2,1
o21ai_0,2
conb_1,1
edfxtp_1,1
dfxtp_1,10
xnor2_1,1
nand3_2,2
inv_1,6
nand2_1,2
a21oi_1,1
ha_1,2
-- worst max path at each step --
stage                  start       end  slack [ps]  cells after the start
6_report  clockout$_DFFE_NN_  clockout          20                      1
5_1_grt   clockout$_DFFE_NN_  clockout         -50                      1
4_1_cts   clockout$_DFFE_NN_  clockout          10                      1
-- cells by family after synthesis --
family	Yosys count	share of synthesized area, %
AOI/OAI and AO/OA	5	10.14
xor gates and xnor gates	3	6.088
adders and majority gates	2	5.796
buffers and inverters	6	5.217
DFF	11	53.33
other	1	0.8687
and+or+nand+nor	14	18.55
-- power by group --
part | total (W) | switching [W] | leakage (nW) | internal [W]
combinational | 0.0000120 | 0.00000534 | 0.0683 | 0.00000662
clock | 0.000222 | 0.000100 | 0.0855 | 0.000122
sequential | 0.000175 | 0.00000275 | 0.0922 | 0.000172
-- layout make-up --
| cell class | instances | area [µm²] |
|---|---|---|
| clock buffers | 3 | 41.29 |
| clock inverters | 12 | 45.04 |
| fillers | 434 | 3149 |
| inverters | 5 | 18.77 |
| multi-input cells | 27 | 186.4 |
| flip-flops and latches | 11 | 230.2 |
| well taps | 48 | 60.06 |
| repair buffers | 2 | 12.51 |
-- per-layer routing --
layer | share of wire, % | GRT usage [%] | wire length, µm | vias up
li1 | - | - | - | 168
met2 | 33 | 2.374 | 217 | 7
met4 | 0 | 1.077 | 0 | 0
met1 | 57 | 2.667 | 377 | 140
met3 | 10 | 2.362 | 69 | 0
met5 | 0 | 0 | 0 | -
-- registers in the layout, summed over array words and instances (netlist names) --
register	count
clockout	1
counter	10
-- what timing repair did --
item                                    4_1_cts  5_1_grt
resized                                       3        0
setup buffers                                 1        0
endpoints found under the setup margin        1        1
hold buffers                                  0        0
-- metrics by stage --
stage / cell area, µm² / setup WS, ps
detailed placement: 509.2 / 7.599
finish: 594.3 / 24.52
floorplan: 439.2 / 481.4
global route: 594.3 / -51.20
global placement: 509.2 / 24.19
CTS: 594.3 / 10.86
Power is estimated from default activity; no workload was simulated.
