[flow/design.v]
module Servo(
    clkin,
    rstn,
    cntin,
    pwmout
    );
    input clkin;
     input rstn;
     input [7:0]cntin;
     output reg pwmout;
     reg [12:0]counter;
	  reg  [12:0] width;
	  wire [12:0] width_wire = cntin;
    always@(posedge clkin or posedge rstn)
	 begin
	 if (rstn == 1'b1) begin
             counter <= 13'd0;
             pwmout <= 1'b0;
    end
    else begin
			if (counter > 13'd1499) begin
                 counter <= 13'd0;
                 pwmout <= 1'b0;
         end
         else if (counter < cntin)
                 pwmout <= 1'b1;
         else
                 pwmout <= 1'b0;
         counter <= counter + 1'b1;
    end
    end
endmodule
[flow/run.sh]
#!/bin/bash
# OpenROAD 26Q1-2900-gdf79404cd8, Yosys 0.63+post, stock flow scripts
make -C /OpenROAD-flow-scripts/flow DESIGN_CONFIG=/design/flow/config.mk WORK_HOME=/design/flow/orfs finish
[flow/config.mk]
export PLATFORM = sky130hd
export DESIGN_NAME = Servo
export DESIGN_NICKNAME = Servo
export VERILOG_FILES = /design/flow/design.v
export SDC_FILE = /design/flow/constraint.sdc
export NUM_CORES = 4
export LEC_CHECK = 1
export CORE_AREA = 10 10 75 75
export DIE_AREA = 0 0 85 85
[flow/constraint.sdc]
current_design Servo

set clk_period 2.0
set clk_io_pct 0.2

create_clock -name clk0 -period $clk_period [get_ports {clkin}]

set non_clock_inputs [all_inputs -no_clocks]
set_input_delay [expr $clk_period * $clk_io_pct] -clock clk0 $non_clock_inputs
set_output_delay [expr $clk_period * $clk_io_pct] -clock clk0 [all_outputs]
==> writeup.txt <==
The share of final-layout standard cells stronger than drive strength 1 was 7.059%. The post-detailed-route wirelength per cell was 9.948 um. The worst setup path category was input port to register. After legalization and detailed placement, the total HPWL measured 1040 um. Post-synthesis, Yosys gives the total cell area as 783.3 sq um. The logs give 4058 sq um for the core area and 0.7641 for the routability congestion estimate. The global-route total usage across every layer is 3.617%. The data arrival time of the critical path is 1.91 ns.

For this design, the CTS-stage hold fixing added 0 buffers. The share of total power in combinational logic is 8.0%, and the post-route DRC violation count is 0. Per the final report, max-transition violations number 0. Summing the sequential cell areas from Yosys gives 44.73% of the chip area. Counting buffers and inverters, the worst setup path is 6 cells deep. The tools report the chip area as 7225 sq um. The final layout reports a setup TNS of 0 ns.

Start point of the critical path: cntin[6]. Number of core rows: 23. The run gives 0 as the number of antenna violations at the first check in global routing. The via count of the first global-routing pass is 489. Wires add up to 1343 um. TritonCTS built the clock tree. The run gives 1 for the number of warnings reported in the yosys synthesis log.

In the final report, the number of endpoints failing setup comes to 0. Warnings raised by the tools during the run amount to 25. Counting every sink on the clock net gives 14. The switching portion of total power comes to 18.17%.

The run gives 19.30% for the starting utilization of the core area. In this design, the largest share of critical-path delay is due to AND-OR/OR-AND gates. The most common logic cells in the final layout are dfrtp_1, inv_1, clkdlybuf4s50_1, ha_1, xor2_1. The number of top-level pins came out at 11.

With the post-synthesis average cell area at 10.88 sq um, the count of cells along the worst register-to-register path is 3. The share of total power dissipated in the clock network is 39.5%. The count of H-tree levels built during CTS came out at 1. Counting endpoints that fail hold in the final report gives 0. Per the post-CTS timing run, clock transition at the registers of the reported paths is 0.05 ns.

The routed design could run at a clock period as short as 1.729 ns. The most critical min-delay path falls under input port to asynchronous set/reset pin. The report lists the number of cells resized after CTS as 0. Per the slew report, the remaining headroom to the max-slew limit stands at 64.20%. Per the timing report, the achievable frequency comes out to 578.4 MHz. The worst VDD IR drop from the latest analysis is 174.1 uV. The leakage component of the power was reported as 0.4927 nW.

In this run the cell area of the synthesized design comes to 783.3 sq um. The tools report the slack of the worst reg-to-reg path as 0.48 ns. Setup repair after global routing left no endpoint under its margin.

The run gives 14 for the number of flip-flops and latches in the synthesized netlist. According to the timing report, the critical path is captured at pwmout$_DFF_PP0_. The biggest cell delay along the critical path was 0.45 ns. The final timing summary puts the cycle share of the worst path at 86.45%. The power report lists cell-internal power as 444.4 uW.

Clock latency on the worst-skew pair, taken at its later pin, is 0.24 ns. The count of cells in the finished layout, fillers not included, comes to 135. The total congestion overflow after global routing is 0.

The critical path endpoint category was a register. The analysis attributes to net switching a power of 98.67 uW. The proportion of netlist area held by the largest area contributor came out at 44.73%. The flow ran to the end, and the final reports show no timing, DRC or antenna violations. The root buffer cell chosen for the clock tree is clkbuf_8.

The tools report the number of placed instances with taps included as 132. The startpoint type of the worst setup path is an input port. At the pin with the least slew margin, the transition time is 0.5364 ns. The via count of the routed design is 525.

The die extent in y was 85 um. The part of the power in registers is 52.5%, and the number of instances in the synthesized netlist is 72. The main area contributors are dfrtp_1, ha_1, xor2_1.

The die is 85 um wide. The run gives 15 as the maximum number of pins on one net before global-route repair. Compared with the post-synthesis result, the final layout area differs by 26.04%. The final worst clock skew is 0.002575 ns. The number of buffers added by the clock tree synthesis step was 3. After synthesis, the design contains 72 cells according to Yosys. The script logs the ratio of routed vias to standard cells as 3.889. The first TritonRoute pass finished after 2 iterations. The worst register-to-register path ends at pwmout$_DFF_PP0_. For the global-route wire length before repair, the log shows 2235 um. The synthesized design spends more area on one cell type than any other, namely dfrtp_1. The count of buffering cells on the critical path with inverters included was 2; the buffers inserted during post-CTS setup optimization was 0. The cell sequence reported for the critical path is clkdlybuf4s50_1, inv_1, ha_1, a21o_4, a2111oi_4, o211a_1. Most instantiated logic cell after routing: dfrtp_1. The run gives 20 as the count of distinct cell types in the synthesized netlist. Once iteration 0 of detailed routing completed, the report listed 22 DRC markers.

The required time at the worst endpoint is listed as 2.18 ns. CTS reports a maximum clock tree buffer depth of 2. The number of maximum-capacitance violations recorded for the run is 0. Once detail routing completed, the nets flagged for antenna violations numbered 0.

The critical path's slowest stage uses the library cell clkdlybuf4s50_1. Port buffering added 10 buffers. The maximum net fanout on the critical path came out at 2. The antenna diode count was 0.

The startpoint identified for the worst register-to-register timing path is counter[10]$_DFF_PP0_. Dividing total power by cell area gives a power density of 550.1 nW/um^2.
==> how the worst min path moves through the flow <==
stage	depth (start not counted)	slack [ns]	endpoint	start
finish	2	0.50	counter[1]$_DFF_PP0_	rstn
global route	1	0.53	counter[10]$_DFF_PP0_	counter[10]$_DFF_PP0_
CTS	1	0.50	counter[7]$_DFF_PP0_	counter[7]$_DFF_PP0_
==> per-stage QoR <==
| stage | hold slack, ns | worst slack, ns | total power, mW | util (%) | area [sq um] |
|---|---|---|---|---|---|
| 6_report | 0.5008 | 0.2710 | 0.5430 | 24.33 | 987.2 |
| 3_5_place_dp | 0.4935 | 0.02104 | 0.3342 | 23.31 | 945.9 |
| 3_3_place_gp | 0.4810 | 0.03450 | 0.3335 | 23.31 | 945.9 |
| 2_1_floorplan | 0.2892 | 0.5271 | 0.3104 | - | 783.3 |
| 5_1_grt | 0.5286 | 0.2081 | 0.5737 | 24.33 | 987.2 |
| 4_1_cts | 0.5046 | 0.2719 | 0.5560 | 24.33 | 987.2 |
==> power groups by stage <==
stage     sequential [mW]  clock [mW]  combinational, mW
6_report            0.285       0.214             0.0437
5_1_grt             0.285       0.240             0.0488
4_1_cts             0.285       0.226             0.0449
==> per-layer routing <==
metal | GRT usage, % | up-vias | routed length, um
li1 | - | 275 | -
met1 | 5.073 | 241 | 683
met5 | 0 | - | 0
met3 | 1.638 | 2 | 98
met2 | 4.905 | 7 | 544
met4 | 0.8982 | 0 | 17
==> registers in the layout, indices dropped and copies added, names as in the netlist <==
signal   flops
counter     13
pwmout       1
==> area by class of cell <==
cell class	count	area [sq um]
fillers	415	3070
multi-input cells	45	384.1
flip-flops and latches	14	350.3
repair buffers	10	100.1
well taps	50	62.56
inverters	13	48.80
clock buffers	3	41.29
==> cell usage after synthesis (all sizes together) <==
library cell and n:
inv 13, a21o 1, and4b 1, nand3 4, nor3 2, xnor2 5, nand2 3, ha 8
o21a 1, dfrtp 14, nand2b 1, o211a 1, xor2 6, a2111oi 2, nor2 3, or4 1
o211ai 1, nand4 2, nor4 3
==> kinds of logic (layout without fill, tap and decap cells) <==
kind of cell	Yosys count	in the layout	synth area share, %
DFF	14	14	44.73
and+or+nand+nor	20	20	14.22
xor gates and xnor gates	11	11	12.30
AOI/OAI and AO/OA	6	6	9.745
buffers and inverters	13	26	6.230
adders and majority gates	8	8	12.78
Power is estimated from default activity; no workload was simulated.
