==> flow/design.v <==
module ADC_Reader
(convst,
sck,
sdi,
sdo,
clk,
rst,
debug_convst,
debug_sck,
debug_sdi,
debug_mb,
debug_sdo1,
debug_sdo2
);
output convst;
output sck;
output sdi;
input sdo;
input clk;
input rst;
output debug_convst;
output debug_sck;
output debug_sdi;
output debug_mb;
output [11:0] debug_sdo1;
output [11:0] debug_sdo2;
reg [23:0] t_cyc;
parameter TCYC = 24'hfa0;
wire over2000ns = (t_cyc == TCYC - 1);
always @(posedge clk or posedge rst) begin
 if(rst) 
    t_cyc <= 7'h00;
 else if(over2000ns)
    t_cyc <= 7'h00;
 else
    t_cyc <= t_cyc + 7'h1;
end
reg conv_reg;
reg conv_counter;
assign convst = conv_reg;
assign debug_convst = conv_reg;
reg [11:0] sdo_reg1;
assign debug_sdo1 = sdo_reg1;
reg[11:0] sdo_reg2;
assign debug_sdo2 = sdo_reg2;
reg ch_type;
always  @(posedge clk or posedge rst) begin
    if(rst) begin
		  conv_reg <= 1'b0;
		  conv_counter <= 1'b0;
	 end
	 else if(over2000ns) begin
        conv_reg <= 1'b1;
        conv_counter <= 1'b1;
		  ch_type = ~ch_type;
		  if(ch_type)
		  sdo_reg1 <= data_reg;
		  else
		  sdo_reg2 <= data_reg;
    end
    else if(conv_counter) begin
        conv_reg <= 1'b1;
        conv_counter <= 1'b0;
    end
    else
    conv_reg <= 1'b0;
end
assign debug_mb = sdo;
reg [2:0] sreg;
wire clkfall;
always @(posedge clk or posedge rst) begin
    if(rst) begin
		sreg <= 3'b000;
	 end
    else begin
      sreg <= {sreg[1:0],conv_reg};
	 end
end
assign clkfall = sreg[2] & ~sreg[1];
reg sck_clk;
reg [4:0] sck_clk_counter;
assign sck = sck_clk;
assign debug_sck = sck_clk;
reg sdi_reg;
assign sdi = sdi_reg;
assign debug_sdi = sdi_reg;
reg [6:0] sck_width_counter;
reg [11:0] data_reg;
always @(posedge clk or posedge rst) begin
    if(rst) begin
		  sck_clk <= 1'b0;
		  sck_clk_counter <= 1'b0;
		  sdi_reg <= 1'b0;
		  sck_width_counter <= 1'b0;
		  data_reg <= 12'h0;
	 end
	 else if(clkfall) begin
        sck_clk <= 1'b1;
        sck_clk_counter <= 1'b1;
		  sck_width_counter <= 1'b1;
    end
    else if(sck_clk_counter < 5'b11010) begin
		  if(sck_width_counter == 7'h50) begin
            sck_clk <= ~sck_clk;
				if(sck_clk == 1'b0)
	              data_reg <= {data_reg[10:0], sdo};
				sck_width_counter <= 7'h0;
            sck_clk_counter <= sck_clk_counter + 1'b1;
				if(sck_clk_counter == 5'b10 || sck_clk_counter == 5'b1010)
					sdi_reg <= 1'b1;
				else if(ch_type && sck_clk_counter == 5'b100)
				   sdi_reg <= 1'b1;
				else
					sdi_reg <= 1'b0;
		  end
		  else
		     sck_width_counter <= sck_width_counter + 1'b1;
    end
    else begin
        sck_clk <= 1'b0;
		sdi_reg <= 1'b0;
	end
end
endmodule
==> flow/run.sh <==
#!/bin/bash
# OpenROAD 26Q1-2900-gdf79404cd8, Yosys 0.63+post, stock flow scripts
make -C /OpenROAD-flow-scripts/flow DESIGN_CONFIG=/design/flow/config.mk WORK_HOME=/design/flow/orfs finish
==> flow/config.mk <==
export PLATFORM = sky130hd
export DESIGN_NAME = ADC_Reader
export DESIGN_NICKNAME = ADC_Reader
export VERILOG_FILES = /design/flow/design.v
export SDC_FILE = /design/flow/constraint.sdc
export NUM_CORES = 4
export LEC_CHECK = 1
export CORE_UTILIZATION = 30
==> flow/constraint.sdc <==
current_design ADC_Reader

set clk_period 2.9
set clk_io_pct 0.2

create_clock -name clk0 -period $clk_period [get_ports {clk}]

set non_clock_inputs [all_inputs -no_clocks]
set_input_delay [expr $clk_period * $clk_io_pct] -clock clk0 $non_clock_inputs
set_output_delay [expr $clk_period * $clk_io_pct] -clock clk0 [all_outputs]
==> notes.md <==
impl run done, here's what came out: Tightest Hold Check Type=reg2reg, R2R setup slack=a little under 0.5 ns, max reg flops=24, Dominant flop cell=dfrtp_1, Hold Path End=sreg[1], synthesis-to-layout area growth=21.76%, dominant cell type by area after synthesis=dfrtp_1, pre-CTS setup slack=0.4561 ns, P_sw=between 0.4 and 0.5 mW, Overflow after GRT=0, critical path's largest stage delay=0.62 ns, Root Driver=clkbuf_8, syn_area_per_cell=13.40 um^2, Worst-Skew Late Latency=between 0.3 and 0.4 ns, routability cong.=approximately 0.80, Dominant cell area share=41.26%, crit path time final=2.417 ns, unrepaired setup endpoints after global routing=no, setup TNS=0 ns, initial antenna violation count=0, fmax=a little over 400 MHz, DR WL/cell=~12 um, Seq pwr share=54.6%, worst r2r path cells=5, Crit. End Element=flop, sequential element share of the synthesized area=63.77%, hold_buf cts=0, Async SR Flop Fraction=68.75%, leak pwr=1.791 nW, VDD IR-drop max=0.2496 mV, I/O pin count=34, synth cell count leaders=55 x dfrtp_1, 25 x edfxtp_1, 19 x xnor2_1, Row Count=38, vias in the first global route=a little under 2,000, tally of max-capacitance violations=0, DP HPWL=3691 um, Arr. time, crit path=2.40 ns, Yosys chip area=3336 um^2, largest net degree at the start of global routing=28, vias=1,973, drc violations=0, CP max stage cell=and3_1, Top area cell types=dfrtp_1 41%, edfxtp_1 23%, xnor2_1 5.0%, Cell variety after synth=40, Slew @ Worst Pin=0.6989 ns, die height=107.4 um, Synth flops=80, Slew HR=53.31%, CTS Sinks=80, count leader, synth=dfrtp_1, antenna cells=0, Post-synth EDFFs=25, final WL=roughly 5400 um, Starting Density=30.77%, first-pass GRT wire length=9549 um, die footprint=11,540 um^2, final setup fails=0, Switching Share=21.27%, CTS Buf Count=9, hold path cells=0, depth of the CTS H-tree=3, drt pass-1 iters=4, Port Buf Inserts=33, Reg2Reg Capture Point=sdo_reg2[2], Clock transition at path regs=around 0.08 ns, Clk pwr share=between 40% and 50%, layout cells sized above 1=15.20%, Longest Clk Path Bufs=2, cell-internal power=around 1.7 mW, CP Cell Sequence=ha_1, nand4_2, or4_4, nor4_4, and3_1, # Post-CTS Setup Buffers=0, hold path startpoint=sreg[0], fin crit share=83.36%, Layout fillers=1,027, Largest Register=t_cyc, worst setup margin=0.4825 ns, Combinational Power Share=between 1 and 1.5%, Max Transition Viols Final=0, RR Startpoint=t_cyc[0], status=finished, final reports clean, Hold Violations, Final=0, Clock Skew=approximately 0.0094 ns, cts repair resizes=0, DR iter-0 viols=73, worst path required time=between 2 and 3 ns, Die X=107.4 um, synthesized instance count=249, Setup crit start kind=flop, yosys stat cell total=249, Synth warnings=1, tool warning count=28, mapped cell area=3336 um^2, Final ANT Viol Nets=0, worst-path maximum fanout=12, Crit Path Class=reg2reg, CTS tree=done, All-Layer GR Usage=10.79%, Power per Cell Area=522.0 nW/um^2, drt via density=about 4.5, total core area=10,840 um^2
cell type report:
cell class | instances | area (um^2) | share of cell area, %
Sequential cell | 80 | 2127 | 52.37
Clock buffer | 9 | 123.9 | 3.050
Multi-Input combinational cell | 152 | 1114 | 27.42
Timing Repair Buffer | 40 | 382.9 | 9.427
Inverter | 8 | 30.03 | 0.7394
Clock inverter | 7 | 108.9 | 2.680
Tap cell | 140 | 175.2 | 4.313
power groups by stage:
stage         Sequential [mW]  Combinational, mW  Clock [mW]
finish                   1.16             0.0224       0.941
CTS                      1.16             0.0243       0.973
global route             1.16             0.0270        1.03
logic make-up (layout without fill, tap and decap cells):
family                   count (synthesis)  count (layout)  share of synthesized area [%]
AND-OR/OR-AND                           21              21                          4.201
XOR/XNOR                                25              25                          6.564
buffers and inverters                   17              64                          2.851
AND/OR/NAND/NOR                         86              86                          15.68
flip-flops                              80              80                          63.77
multiplexers                            14              14                          4.689
adder cells (fa/ha/maj)                  6               6                          2.251
how the worst max path moves through the flow:
stage	from	end	slack [ns]	cells past startpoint
4_1_cts	t_cyc[0]	sdo_reg2[2]	0.45	5
5_1_grt	t_cyc[0]	sdo_reg2[2]	0.35	5
6_report	t_cyc[0]	sdo_reg2[2]	0.48	5
layout by cell type (no fill, tap or decap), types with 2 or more instances in the layout:
| master | n |
|---|---|
| dfrtp_1 | 55 |
| clkdlybuf4s50_1 | 33 |
| edfxtp_1 | 25 |
| xnor2_1 | 19 |
| nor2_1 | 16 |
| nand2_1 | 15 |
| nand3_1 | 14 |
| mux2_2 | 13 |
| clkbuf_8 | 9 |
| inv_1 | 7 |
| nand4_1 | 7 |
| buf_4 | 7 |
| xor2_1 | 6 |
| ha_1 | 6 |
| nand2b_1 | 5 |
| nor4_1 | 5 |
| a21oi_1 | 5 |
| and2_1 | 4 |
| and3_1 | 4 |
| o211ai_1 | 3 |
| o21ai_0 | 3 |
| a31oi_1 | 3 |
| inv_6 | 3 |
| nor2b_1 | 2 |
| nor4_2 | 2 |
| and4_1 | 2 |
| nor3_1 | 2 |
| nor4_4 | 2 |
| a21o_1 | 2 |
| a22o_1 | 2 |
| inv_8 | 2 |
| bufinv_16 | 2 |
critical path, delay by kind of cell, from the launching register on:
kind          cells  cell delay, ns
fa+ha+maj         1            0.24
flops             1            0.42
simple gates      4            1.41
through the flow:
step	util, %	hold slack (ns)	total power, mW	instance area (um^2)	cells
after global placement	35.32	0.3412	1.205	3829	420
after detailed placement	35.32	0.3470	1.205	3829	420
after global routing	37.47	0.3850	2.209	4061	436
final	37.47	0.3668	2.120	4061	436
after CTS	37.47	0.3686	2.155	4061	436
after floorplan	-	0.3312	1.193	3336	249
metal layers:
layer / global-route usage (%) / wire, um / vias to the layer above
li1: - / - / 974
met1: 17.55 / 2653 / 949
met2: 15.53 / 2383 / 42
met3: 2.840 / 259 / 8
met4: 1.272 / 72 / 0
met5: 0 / 0 / -
No activity file was given, so power comes from the tool's default toggle rates.
